**/design/flow/design.v**
```verilog
module i2c_master ( 
    input  wire       clk,          
    input  wire       rst_n,        
    input  wire       start,        
    input  wire [7:0] data_in,      
    output reg        scl,          
    inout  wire       sda,          
    output reg        done          
); 
    reg [7:0] shift_reg; 
    reg [3:0] bit_cnt; 
    reg       sda_en;    
    reg       sda_out;   
    assign sda = sda_en ? sda_out : 1'bz; 
    localparam IDLE        = 3'd0, 
               START_STATE = 3'd1, 
               BIT_LOW     = 3'd2, 
               BIT_HIGH    = 3'd3, 
               STOP_STATE  = 3'd4, 
               DONE_STATE  = 3'd5; 
    reg [2:0] state; 
    always @(posedge clk or negedge rst_n) begin 
        if (!rst_n) begin 
            state     <= IDLE; 
            scl       <= 1; 
            sda_en    <= 0; 
            sda_out   <= 1; 
            bit_cnt   <= 0; 
            shift_reg <= 8'd0; 
            done      <= 0; 
        end else begin 
            case (state) 
                IDLE: begin 
                    done   <= 0; 
                    scl    <= 1; 
                    sda_en <= 0; 
                    sda_out<= 1; 
                    bit_cnt<= 0; 
                    if (start) begin 
                        shift_reg <= data_in; 
                        state     <= START_STATE; 
                    end 
                end 
                START_STATE: begin 
                    sda_en  <= 1; 
                    sda_out <= 0; 
                    scl     <= 1; 
                    state   <= BIT_LOW; 
                end 
                BIT_LOW: begin 
                    scl     <= 0; 
                    sda_out <= shift_reg[7 - bit_cnt]; 
                    state   <= BIT_HIGH; 
                end 
                BIT_HIGH: begin 
                    scl <= 1; 
                    if (bit_cnt < 7) begin 
                        bit_cnt <= bit_cnt + 1; 
                        state   <= BIT_LOW; 
                    end else begin 
                        state <= STOP_STATE; 
                    end 
                end 
                STOP_STATE: begin 
                    scl     <= 0; 
                    sda_out <= 0; 
                    state   <= DONE_STATE; 
                end 
                DONE_STATE: begin 
                    scl     <= 1; 
                    sda_out <= 1; 
                    sda_en  <= 0;   
                    done    <= 1;   
                    state   <= IDLE; 
                end 
                default: state <= IDLE; 
            endcase 
        end 
 end 
endmodule 
```
**/design/flow/run.sh**
```bash
#!/bin/bash
# OpenROAD 26Q1-2900-gdf79404cd8, Yosys 0.63+post, stock flow scripts
make -C /OpenROAD-flow-scripts/flow DESIGN_CONFIG=/design/flow/config.mk WORK_HOME=/design/flow/orfs finish
```
**/design/flow/config.mk**
```make
export PLATFORM = sky130hd
export DESIGN_NAME = i2c_master
export DESIGN_NICKNAME = i2c_master
export VERILOG_FILES = /design/flow/design.v
export SDC_FILE = /design/flow/constraint.sdc
export NUM_CORES = 4
export LEC_CHECK = 1
export CORE_AREA = 10 10 80 80
export DIE_AREA = 0 0 90 90
```
**/design/flow/constraint.sdc**
```tcl
current_design i2c_master

set clk_period 2.7
set clk_io_pct 0.2

create_clock -name clk0 -period $clk_period [get_ports {clk}]

set non_clock_inputs [all_inputs -no_clocks]
set_input_delay [expr $clk_period * $clk_io_pct] -clock clk0 $non_clock_inputs
set_output_delay [expr $clk_period * $clk_io_pct] -clock clk0 [all_outputs]
```
==> results.toml <==
# flow metrics
[status]
status = "stopped before the end"
lastStage = "clock tree synthesis"
tool.error = "[error] [KeplerFormal.cpp:679] Workflow failed: Iso has multiple drivers: .sda0, sda$_DFFE_PN1P_.Q0"

[logic_synthesis]
ys_cells = 69
syn_inst = 69
top_cell_area_share_pct = 51.6
yosys_warnings = 2
async_flop_share_pct = 100
ys_ff = 21
ff_type = "dfrtp_1"
postSynthSeqShare_pct = 60.6
synth_area_sq_um = 873
synthTopCellsByCount = "dfrtp_1 (18), mux2_2 (10), nand2_1 (8)"
area_leaders = "dfrtp_1 (52%), mux2_2 (13%), dfstp_2 (9.0%)"
postSynthAreaPerCell_sq_um = 12.7
edf_count = 0
most_common_cell = "dfrtp_1"
top_area_cell = "dfrtp_1"
ys_types = 22
yosysChipArea_sq_um = 873

[die]
initial_utilization_pct = 18.5
ioPinCount = 14
std_cell_rows = 25
die_h_microns = 90
die_width_microns = 90

[clocking]
post_cts_resized = 0
htreeDepth = 1
clock_tree.buffer_depth = 2
cts-buffers-inserted = 3
clock_tree.root_cell = "clkbuf_8"
clock-sinks = 21
holdBufCountCts = 0
post_cts_buffers = 0

[place]
finalWeightedCongestion = 0.775
portBuffers = 12
hpwl_mm = 1.22
placedCellCount = 148
## metrics by stage
stage	setup slack (ps)	hold WS [ps]	area [sq um]	total power [W]
floorplan	1380	244	873	0.000769
global placement	922	392	1070	0.000858
detailed placement	873	398	1070	0.000870
## cells by family after synthesis
family                   count (synthesis)  share of synthesized area (%)
AND-OR/OR-AND                           12                           8.74
adder cells (fa/ha/maj)                  1                           1.43
XOR/XNOR                                 1                           1.00
AND/OR/NAND/NOR                         16                           8.17
flip-flops                              21                           60.6
buffers and inverters                    6                           3.44
multiplexers                            12                           16.6
Power is estimated from default activity; no workload was simulated.
