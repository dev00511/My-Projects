## ./run.sh

```bash
#!/bin/bash
# OpenROAD 26Q1-2900-gdf79404cd8, Yosys 0.63+post, stock flow scripts
make -C /OpenROAD-flow-scripts/flow DESIGN_CONFIG=/design/flow/config.mk WORK_HOME=/design/flow/orfs finish
```

## ./config.mk

```make
export PLATFORM = sky130hd
export DESIGN_NAME = i2c_slave
export DESIGN_NICKNAME = i2c_slave
export VERILOG_FILES = /design/flow/design.v
export SDC_FILE = /design/flow/constraint.sdc
export NUM_CORES = 4
export LEC_CHECK = 1
export CORE_AREA = 10 10 76 76
export DIE_AREA = 0 0 86 86
```

## ./constraint.sdc

```tcl
current_design i2c_slave

set clk_period 2.1
set clk_io_pct 0.2

create_clock -name clk0 -period $clk_period [get_ports {scl}]

set non_clock_inputs [all_inputs -no_clocks]
set_input_delay [expr $clk_period * $clk_io_pct] -clock clk0 $non_clock_inputs
set_output_delay [expr $clk_period * $clk_io_pct] -clock clk0 [all_outputs]
```

## ./design.v

```verilog
module i2c_slave ( 
    input  wire       clk,           
    input  wire       rst_n,         
    inout  wire       sda,           
    input  wire       scl,           
    output reg [7:0]  data_out       
); 
    reg [7:0] shift_reg; 
    reg [3:0] bit_cnt; 
    assign sda = 1'bz; 
    always @(negedge scl or negedge rst_n) begin 
        if (!rst_n) begin 
            bit_cnt   <= 0; 
            shift_reg <= 0; 
            data_out  <= 0; 
        end else begin 
            shift_reg <= {shift_reg[6:0], sda}; 
            bit_cnt <= bit_cnt + 1; 
            if (bit_cnt == 3'd7) begin 
                data_out <= {shift_reg[6:0], sda};  
                bit_cnt <= 0; 
                shift_reg <= 0; 
            end 
        end 
    end 
endmodule 
```

==> results.py <==
# Synthesis and PnR figures
metrics = {
    "status": {
        "status": "complete, but fails checks",
        "violations": "setup timing",
    },
    "run": {
        "warnings": 28,
        "drv_cap": 0,
    },
    "power": {
        "power.density_nw_per_um2": 720,
        "p_seq_frac": 0.560,
        "internal_power_uw": 493,
        "ir_drop_mv": 0.358,
        "combPwrFrac": 0.055,
        "power_switching_uw": 113,
        "p_sw_frac": 0.186,
        "pwr-share-clk": 0.385,
        "p_leak_uw": 0.000459,
    },
    "routing": {
        "routed.top_layer": "met4",
        "route.detailed.drc": 0,
        "dr_wl_met3_um": 144,
        "num_vias": 333,
        "wirelength_um": 918,
        "wl_per_cell_um": 8.50,
        "viasPerCell": 3.08,
        "antennaDiodeCount": 0,
        "firstDrtPassIters": 2,
        "antenna_left": 0,
        "route.met2.wl_um": 334,
        "m1WireLength_um": 435,
        "first_iter_violations": 12,
    },
    "floorplan": {
        "rows": 23,
        "chip_area_um2": 7400,
        "core_um2": 4120,
        "initCoreUtil": 0.156,
        "chipHeight_um": 86,
        "io_pins": 12,
        "die_x_um": 86,
    },
    "synth": {
        "synth.distinct_cells": 14,
        "syn_avg_cell_area_um2": 16.1,
        "syn_inst": 40,
        "ys_cells": 40,
        "aoi_share": 0,
        "ys_seq_elements": 17,
        "xor_area_frac": 0.0136,
        "netlist_logic_family_top": "multiplexers",
        "ys_sh_mux": 0.140,
        "synth_adder_area_share": 0.0195,
        "synth_seq_share": 0.661,
        "simple_gate_share": 0.119,
        "yosys_area_um2": 643,
        "synth_area_um2": 643,
        "yosys_warnings": 2,
    },
    "global_route": {
        "grt_pass1_wl_um": 1530,
        "grt_antenna_before_repair": 0,
        "grt_pass1_vias": 344,
        "grt_max_degree": 18,
        "overflow": 0,
        "grt.total_usage": 0.0258,
    },
    "timing": {
        "setup_viol": 7,
        "finalHoldViolCount": 0,
        "rsz0062_at_grt": "yes",
        "drv_slew": 0,
        "setup_slack_ns": -0.126,
        "skew_ns": 0.00113,
    },
    "cts": {
        "cts_tree": "built",
        "clockRootBuffer": "clkbuf_8",
        "clock_sinks": 17,
        "ctsHtreeMaxLevel": 1,
        "hold_buffers": 0,
        "cts_buffers": 3,
        "clk_pin_slew_worst_paths_ns": 0.04,
        "clock_latency_ns": 0.26,
        "clockBufferDepth": 2,
    },
    "layout": {
        "largest_reg_flops": 7,
        "area_growth_pct": 30.9,
        "fin_util": 0.205,
        "drive_above_1_share": 0.483,
        "stdcell_area_um2": 842,
    },
    "critical_path": {
        "max_stage_delay_ns": 0.40,
        "critPathBufInv": 1,
        "path_delay_family": "flip-flops",
        "cp-end-kind": "output port",
        "crit_required_ns": 1.68,
        "path_max_fanout": 2,
        "rrSetupSlack_ns": 0.70,
        "worstPathArrival_ns": 1.81,
        "critPathKind": "flip-flop to output port",
        "worstPathCellList": "buf_2",
        "slowest_stage": "dfrtn_1",
        "cp-start-kind": "flip-flop",
    },
    "place": {
        "hpwl_um": 664,
        "placed_area_um2": 802,
        "portBuffers": 8,
        "gp_congestion": 0.660,
    },
    "hold_path": {
        "hold_path.class": "flip-flop to flip-flop",
    },
}
kinds of logic (layout without fill, tap and decap cells):
logic type,after synthesis,after routing
mux,7,7
other cells,1,3
simple gates,10,10
fa+ha+maj,1,1
flops,17,17
buf+inv,3,19
xor+xnor,1,1
metal layers:
| metal | GRT usage | vias to the layer above |
|---|---|---|
| met2 | 0.0338 | 11 |
| met1 | 0.0316 | 159 |
| met5 | 0 | - |
| met4 | 0.00150 | 0 |
| li1 | - | 161 |
| met3 | 0.0238 | 2 |
placed cells by master, fill, tap and decap left out, types with 3 or more instances in the layout:
master / n
and2_2: 3
conb_1: 3
mux2_2: 4
buf_2: 7
dfrtn_1: 17
buf_4: 6
mux2_4: 3
and2_1: 3
clkbuf_8: 3
cell usage after synthesis:
| library cell | instances | area (µm²) |
|---|---|---|
| conb_1 | 1 | 3.75 |
| nor2b_1 | 1 | 6.26 |
| mux2_2 | 4 | 45.0 |
| and2_1 | 3 | 18.8 |
| nand3b_4 | 1 | 20.0 |
| mux2_4 | 3 | 45.0 |
| ha_1 | 1 | 12.5 |
| buf_4 | 2 | 15.0 |
| dfrtn_1 | 17 | 425 |
| and2_2 | 3 | 22.5 |
| nand3_1 | 1 | 5.00 |
| nor2_1 | 1 | 3.75 |
| buf_6 | 1 | 11.3 |
| xor2_1 | 1 | 8.76 |
layout make-up:
cell class	count	area [µm²]
multi-input combinational	22	199
timing repair buffer	15	110
clock buffer	4	45.0
fill	431	3270
sequential	17	425
tap	50	62.6
path summary, 6_finish.rpt:
check / startpoint / to / cells after the start
worst max-delay path: data_out[3] / data_out[3] / 1
worst min register to register: bit_cnt[0] / bit_cnt[0] / 1
worst min-delay path: bit_cnt[0] / bit_cnt[0] / 1
max in group asynchronous: rst_n / data_out[0] / 2
worst max register to register: bit_cnt[0] / data_out[3] / 3
min in group asynchronous: rst_n / data_out[6] / 2
stage by stage:
step	power, µW	hold slack (ns)	instances	setup TNS [ns]	worst slack, ns
final	606	0.410	108	-0.848	-0.126
after global routing	638	0.444	108	-1.13	-0.176
after CTS	609	0.411	105	-0.936	-0.144
after detailed placement	380	0.411	100	-1.60	-0.251
after global placement	380	0.388	100	-1.63	-0.249
after floorplan	354	0.372	42	0	0.270
timing repair:
action,in CTS,in global routing
buffers inserted,1,3
gates resized,21,0
setup endpoints to repair,7,7
power groups by stage:
stage     clock [µW]  sequential, µW  combinational, µW
4_1_cts          238             340               30.6
5_1_grt          259             340               38.1
6_report         233             340               33.4
Power is estimated from default activity; no workload was simulated.
